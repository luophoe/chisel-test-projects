`flow/config.mk`:
```
export PLATFORM = sky130hd
export DESIGN_NAME = FirFilter
export DESIGN_NICKNAME = FirFilter
export VERILOG_FILES = /design/flow/design.v
export SDC_FILE = /design/flow/constraint.sdc
export NUM_CORES = 4
export LEC_CHECK = 1
export CORE_AREA = 10 10 70 70
export DIE_AREA = 0 0 80 80
```
`flow/constraint.sdc`:
```
current_design FirFilter

set clk_period 1.0
set clk_io_pct 0.2

create_clock -name clk0 -period $clk_period [get_ports {clock}]

set non_clock_inputs [all_inputs -no_clocks]
set_input_delay [expr $clk_period * $clk_io_pct] -clock clk0 $non_clock_inputs
set_output_delay [expr $clk_period * $clk_io_pct] -clock clk0 [all_outputs]
```
`flow/design.v`:
```
module FirFilter(
  input        clock,
  input        reset,
  input  [7:0] io_in,
  output [9:0] io_out
);
  reg [7:0] zs_0;  
  reg [7:0] zs_1;  
  wire [8:0] products_0 = zs_0 * 1'h0;  
  wire [8:0] products_1 = zs_1 * 1'h1;  
  assign io_out = products_0 + products_1;  
  always @(posedge clock) begin
    zs_0 <= io_in;  
    zs_1 <= zs_0;  
  end
endmodule
```
`flow/run.sh`:
```
#!/bin/bash
# OpenROAD 26Q1-2900-gdf79404cd8, Yosys 0.63+post, stock flow scripts
make -C /OpenROAD-flow-scripts/flow DESIGN_CONFIG=/design/flow/config.mk WORK_HOME=/design/flow/orfs finish
```
==> results.py <==
# Physical implementation metrics
metrics = {
    "cells_and_area": {
        "drive_gt1_share_pct": 10.8,
        "area_delta_synth_final_pct": 67.9,
        "final_util_pct": 16.7,
        "fillCellCount": 383,
        "seq_area_um2": 322,
        "logic_area_um2": 7.51,
    },
    "critical_path": {
        "crit_fanout": 1,
        "cp-end-kind": "output pin",
        "arrival_ns": 0.74,
        "cp_cell_sequence": "clkdlybuf4s15_1",
        "crit_cells": 1,
        "critPathTopFamily": "flip-flops",
        "path_class": "flop to output pin",
        "endpoint": "io_out[3]",
        "slowest_stage": "dfxtp_1",
        "path_buffers": 1,
        "startpoint_type": "flop",
        "cp_data_required_time_ns": 0.80,
        "rr_worst_depth": 0,
        "r2r_start": "zs_0[1]",
        "rrSetupSlack_ns": 0.60,
        "cp_slowest_stage_delay_ns": 0.32,
        "startpoint": "zs_1[3]",
        "timing.rr.end": "zs_1[1]",
    },
    "global_route": {
        "use_met1_pct": 1.51,
        "grt_usage_pct": 1.71,
        "grt_start_max_net_pins": 9,
        "grt_pass1_wl_um": 890,
        "grt_pass1_vias": 198,
        "grt_overflow_total": 0,
        "grt_busiest_layer": "met2",
        "met2_usage_pct": 2.81,
        "antenna_found_initial": 0,
        "met3_usage_pct": 0.909,
    },
    "detailed_routing": {
        "post-route-drc-count": 0,
        "ant_nets": 0,
        "dr_total_vias": 179,
        "via_per_inst": 2.16,
        "first_pass_iters": 2,
        "diodes": 0,
        "wirelength_um": 595,
        "avgRoutedWirePerCell_um": 7.17,
        "dr.first_iter.drc_count": 15,
    },
    "synth": {
        "synthArstFlopShare_pct": 0,
        "ys_seq_elements": 16,
        "ys_seq_share_pct": 94.5,
        "yosys_cells": 19,
        "flop_cell": "dfxtp_1",
        "netlist_instances": 19,
        "synth_warnings": 1,
        "synth_area_um2": 339,
        "yosys-top-cells-count": "dfxtp_1 (16), buf_4 (2), conb_1 (1)",
        "avgSynthCellArea_um2": 17.8,
        "yosysMostFrequentCell": "dfxtp_1",
        "top_cell_area_share_pct": 94.5,
        "ys_chip_area_um2": 339,
        "yosys.area.top_type": "dfxtp_1",
        "synth.area.top_cells": "dfxtp_1 (94%), buf_4 (4.4%), conb_1 (1.1%)",
        "edf_count": 0,
        "ys_types": 3,
    },
    "clocking": {
        "cts_tree": "yes",
        "clock_latency_ns": 0.26,
        "postCtsHoldBufs": 0,
        "cts_sinks": 16,
        "cts.clk_slew.worst_paths_ns": 0.07,
        "cts_buffers": 3,
        "cts.root.buffer_cell": "clkbuf_4",
        "postCtsSetupRepairBufs": 0,
        "htree_levels": 1,
        "clock_tree.buffer_depth": 2,
    },
    "sta": {
        "worst_slack_ns": 0.0588,
        "final_max_slew_viol_count": 0,
        "hold_violations": 0,
        "max_freq_ghz": 1.06,
        "finalClockPeriodUsage_pct": 94.1,
        "finalSetupTns_ns": 0,
        "rsz0062_at_grt": "no",
        "report.final.setup_viol": 0,
        "whs_ns": 0.330,
        "worst_clock_skew_ns": 0.000562,
        "period_minus_slack_ns": 0.941,
    },
    "placed_design": {
        "gp_congestion": 0.638,
        "pre_cts_ws_ns": 0.0402,
        "io_buffers": 16,
    },
    "run": {
        "cap_viol_max_count": 0,
        "warning_count": 26,
    },
    "floorplan": {
        "fp_util_pct": 9.93,
        "dieArea_um2": 6400,
        "die-width_um": 80,
        "rows": 21,
        "coreArea_um2": 3420,
        "pin_count": 20,
        "dieHeight_um": 80,
    },
    "pwr": {
        "max-vdd-ir-drop_uv": 341,
        "p_leak_nw": 0.223,
        "p_per_area_nw_per_um2": 1790,
    },
    "status": {
        "outcome": "completed",
    },
    "min_path": {
        "hold_path_class": "flop to flop",
    },
}
[layout by cell type, fill, tap and decap left out]
| cell | instances |
|---|---|
| clkdlybuf4s15_1 | 8 |
| clkbuf_4 | 3 |
| conb_1 | 2 |
| dfxtp_2 | 1 |
| dfxtp_1 | 15 |
| clkdlybuf4s50_1 | 8 |
[registers in the layout (all words and copies together) (netlist names)]
register  flops
zs_0          8
zs_1          8
[worst min path at each step]
stage	startpoint	end	slack, ns	cells past startpoint
CTS	zs_0[2]	zs_1[2]	0.33	0
finish	zs_0[2]	zs_1[2]	0.33	0
global route	zs_0[7]	zs_1[7]	0.34	0
[kinds of logic after synthesis]
logic type	synth area share [%]
DFF	94.5
buffers and inverters	4.43
other	1.11
[metal layers]
layer  vias to the layer above  wire (µm)
met5                         -          0
met4                         0         34
met3                         2         92
met2                        11        300
met1                        77        168
li1                         89          -
[through the flow]
| stage | instance area, µm² | std cells | total power, mW |
|---|---|---|---|
| after global placement | 546 | 80 | 0.755 |
| after CTS | 566 | 83 | 1.03 |
| final | 569 | 83 | 1.02 |
| after floorplan | 343 | 20 | 0.693 |
| after global routing | 569 | 83 | 1.07 |
| after detailed placement | 546 | 80 | 0.755 |
[what timing repair did]
| action | CTS | global route |
|---|---|---|
| endpoints found under the hold margin | 0 | 0 |
| endpoints found under the setup margin | 8 | 3 |
| gates resized | 14 | 3 |
| gates cloned | 0 | 0 |
[layout make-up]
cell class              count  area share (%)
clock buffers               3            3.96
multi-input cells           2            1.32
flip-flops and latches     16            56.5
well taps                  46            10.1
repair buffers             16            28.1
[power breakdown]
part,switching [mW],total (mW),internal (mW)
combinational,0.00574,0.0514,0.0456
clock,0.153,0.292,0.139
sequential,0.00728,0.678,0.671
total,0.166,1.02,0.856
No activity file was given, so power comes from the tool's default toggle rates.
