==> design/flow/design.v <==
module ManyDynamicElementVecFir(
  input        clock,
  input        reset,
  input  [7:0] io_in,
  input  [7:0] io_consts_0,
  input  [7:0] io_consts_1,
  output [7:0] io_out
);
  reg [7:0] REG;  
  wire [15:0] muls_1_0 = io_in * io_consts_0;  
  wire [15:0] muls_1_1 = REG * io_consts_1;  
  wire [15:0] scan_1_1 = muls_1_1 + muls_1_0;  
  assign io_out = scan_1_1[7:0];  
  always @(posedge clock) begin
    REG <= io_in;  
  end
endmodule
==> design/flow/run.sh <==
#!/bin/bash
# OpenROAD 26Q1-2900-gdf79404cd8, Yosys 0.63+post, stock flow scripts
make -C /OpenROAD-flow-scripts/flow DESIGN_CONFIG=/design/flow/config.mk WORK_HOME=/design/flow/orfs finish
==> design/flow/config.mk <==
export PLATFORM = sky130hd
export DESIGN_NAME = ManyDynamicElementVecFir
export DESIGN_NICKNAME = ManyDynamicElementVecFir
export VERILOG_FILES = /design/flow/design.v
export SDC_FILE = /design/flow/constraint.sdc
export NUM_CORES = 4
export LEC_CHECK = 1
export CORE_UTILIZATION = 40
==> design/flow/constraint.sdc <==
current_design ManyDynamicElementVecFir

set clk_period 7.0
set clk_io_pct 0.2

create_clock -name clk0 -period $clk_period [get_ports {clock}]

set non_clock_inputs [all_inputs -no_clocks]
set_input_delay [expr $clk_period * $clk_io_pct] -clock clk0 $non_clock_inputs
set_output_delay [expr $clk_period * $clk_io_pct] -clock clk0 [all_outputs]
==> results.yml <==
# generated from flow reports
run_status:
  status: "complete, but fails checks"
  violations: "setup timing"
floorplanning:
  dieArea_sq_um: 5550
  core_sq_um: 5070
  initCoreUtil_pct: 41.4
  row_count: 26
  die_y_um: 74.5
  chipWidth_um: 74.5
  pin_count: 34
clocking:
  clkTransAtPathRegs_ps: 40
  cts_tree: "yes"
  cts_max_path_buffers: 2
  cts_sinks: 8
  clock-root-buffer: "clkbuf_8"
  numCtsBuffers: 3
  h-tree-depth: 1
worst_setup_path:
  slowest_stage: "fa_1"
  path_cells: "buf_6 -> buf_6 -> buf_6 -> and2_4 -> fa_2 -> inv_2 -> fa_2 -> inv_2 -> ha_4 -> fa_2 -> fa_1 -> inv_2 -> fa_1 -> inv_2 -> ha_4 -> inv_2 -> buf_6 -> o21bai_1 -> a21oi_2 -> xnor3_1 -> buf_2"
  cp.arrival_ps: 5770
  critPathKind: "primary input to primary output"
  cp_max_fo: 4
  worstSetupStartpointType: "primary input"
  crit_path_end_kind: "primary output"
  crit_family: "adder cells"
  crit_path_frequent_cell: "inv_2"
  cp_num_buf_inv: 10
  cp_slowest_stage_delay_ps: 580
  crit_required_ps: 5600
finish:
  largest_register_ffs: 8
  fillers: 462
  layout-drive-gt1-share_pct: 33.4
  most-common-layout-cells: "inv_1 (38), buf_4 (31), nand2_1 (30)"
  reg_top3: "REG x8"
  regMostFlops: "REG"
  lay_top_count: "inv_1"
  stdcell_area_sq_um: 2940
  area_growth_pct: 40.0
  utilization_pct: 57.9
global_routing:
  overflow: 0
  grt_pass1_vias: 1665
  grt_max_degree: 9
  grt_pass1_wl_um: 7470
  antenna_found_initial: 0
  grt_util_all_layers_pct: 19.0
final_timing:
  final-max-slew-violation-count: 0
  fmax_mhz: 139
  setup_viol: 1
  period_used_pct: 102
  max-slew-margin-rel_pct: 78.9
  min_period_ps: 7170
  rsz0062_at_grt: "yes"
  finalHoldViolations: 0
  worst_pin_slew_ps: 315
  layout_setup_ws_ps: -175
route:
  avgViaCountPerCell: 4.37
  drt_pass1_iterations: 4
  ant_nets: 0
  route.detailed.drc: 0
  vias: 1625
  wl_per_cell_um: 11.8
  insertedDiodeCount: 0
  wirelength_um: 4380
  drt-initial-drc-count: 29
logic_synthesis:
  ys_cells: 230
  ys_chip_area_sq_um: 2100
  syn_inst: 230
  syn_area_per_cell_sq_um: 9.13
  ys_seq_share_pct: 7.62
  yosys_warnings: 1
  numSynthFlops: 8
  yosysUniqueCellTypes: 13
  syn_area_sq_um: 2100
pwr:
  leakagePower_uw: 0.00147
  finalPower_uw: 888
  power_density_nw_per_um2: 302
  peakVddDrop_v: 0.000262
worst_hold_path:
  hold_class: "primary input to register"
place:
  portBuffers: 32
  dp_hpwl_um: 3880
  placed_cell_area_sq_um: 2730
  place_congestion: 0.833
job:
  maxCapViolCount: 0
  warning_count: 28
cells in the mapped netlist:
library cell | instances | share of area, %
nor2_1 | 2 | 0.36
fa_1 | 31 | 30
ha_1 | 35 | 21
xnor3_1 | 4 | 4.3
o21bai_1 | 1 | 0.36
xor2_1 | 6 | 2.5
a21o_1 | 1 | 0.36
xnor2_1 | 19 | 7.9
and2_1 | 34 | 10
a21oi_1 | 3 | 0.71
dfxtp_1 | 8 | 7.6
nand2_1 | 38 | 6.8
inv_1 | 48 | 8.6
metrics by stage:
| stage | cells | worst slack [ps] | hold slack (ps) | setup TNS, ps |
|---|---|---|---|---|
| CTS | 369 | -261 | 1390 | -261 |
| detailed placement | 362 | -1150 | 1890 | -2850 |
| global route | 372 | -308 | 1400 | -310 |
| floorplan | 230 | 141 | 1430 | 0 |
| global placement | 362 | -1140 | 1880 | -2780 |
| finish | 372 | -175 | 1400 | -175 |
layout make-up:
cell class / instances / area, sq um / area share [%]
inverters: 48 / 180 / 6.13
multi-input cells: 174 / 1900 / 64.7
repair buffers: 69 / 569 / 19.4
well taps: 70 / 87.6 / 2.98
clock buffers: 3 / 41.3 / 1.40
flip-flops and latches: 8 / 160 / 5.45
cell families after synthesis:
| logic type | synth area share (%) |
|---|---|
| xor+xnor | 14.7 |
| buf+inv | 8.58 |
| simple gates | 17.3 |
| compound gates | 1.43 |
| flops | 7.62 |
| fa+ha+maj | 50.4 |
metal layers:
metal / global-route usage [%] / vias up / share of wire [%]
met2: 31.5 / 32 / 48
met4: 1.05 / 0 / 0.50
met5: 0 / - / 0
met3: 3.02 / 2 / 3.9
met1: 28.7 / 756 / 47
li1: - / 835 / -
path summary, 6_finish.rpt:
path | startpoint | endpoint | slack (ps) | cells after the start
max | io_in[2] | io_out[7] | -170 | 21
min | io_in[1] | REG[1] | 1400 | 1
repair_timing:
action,in CTS,in global routing
buffers inserted,4,3
gates resized,105,28
endpoints found under the setup margin,5,4
pin swaps,31,18
hold buffers,0,0
power breakdown:
group          leakage, uW  internal, uW  switching (uW)
Sequential       0.0000675          48.3            3.29
Combinational      0.00139           474             308
Clock            0.0000216          37.1            16.8
Total              0.00147           560             328
Power figures rest on the tool's default switching activity, not on a simulated workload.
