$ cat flow/run.sh
#!/bin/bash
# OpenROAD 26Q1-2900-gdf79404cd8, Yosys 0.63+post, stock flow scripts
make -C /OpenROAD-flow-scripts/flow DESIGN_CONFIG=/design/flow/config.mk WORK_HOME=/design/flow/orfs finish
$ cat flow/config.mk
export PLATFORM = sky130hd
export DESIGN_NAME = decade_counter
export DESIGN_NICKNAME = decade_counter
export VERILOG_FILES = /design/flow/design.v
export SDC_FILE = /design/flow/constraint.sdc
export NUM_CORES = 4
export LEC_CHECK = 1
export CORE_AREA = 10 10 70 70
export DIE_AREA = 0 0 80 80
$ cat flow/constraint.sdc
current_design decade_counter

set clk_period 3.0
set clk_io_pct 0.2

create_clock -name clk0 -period $clk_period [get_ports {clock}]

set non_clock_inputs [all_inputs -no_clocks]
set_input_delay [expr $clk_period * $clk_io_pct] -clock clk0 $non_clock_inputs
set_output_delay [expr $clk_period * $clk_io_pct] -clock clk0 [all_outputs]
$ cat flow/design.v
module decade_counter(
  input        clock,
  input        reset,
  input        io_clock,
  input        io_load_n,
  input        io_clear_n,
  input        io_updown,
  input  [3:0] io_load_data,
  output [3:0] io_out
);
  reg [3:0] out;  
  wire [3:0] _out_T_1 = out + 4'h1;  
  wire [3:0] _GEN_2 = _out_T_1 % 4'ha;  
  wire [3:0] _out_T_2 = _GEN_2[3:0];  
  wire [3:0] _out_T_4 = out - 4'h1;  
  wire [3:0] _GEN_0 = out == 4'h0 ? 4'h9 : _out_T_4;  
  wire [3:0] _GEN_1 = io_updown ? _out_T_2 : _GEN_0;  
  assign io_out = out;  
  always @(posedge clock) begin
    if (reset) begin  
      out <= 4'h0;  
    end else if (io_clock) begin  
      if (~io_load_n) begin  
        out <= io_load_data;  
      end else if (~io_clear_n) begin  
        out <= 4'h0;  
      end else begin
        out <= _GEN_1;
      end
    end
  end
endmodule
==> deck_impl_summary.md <==
Run Summary

Die
  – FP Util: 13.4%
  – Die height: roughly 80 um
  – Core Area: 3420 um2
  – Die Span X: 80 um
  – # rows: 21
  – Total die area: around 6400 um2
  – Top-Level Pins: 14

Clock network
  – TritonCTS clock tree: built
  – Clk sinks: 4
  – Cts bufs inserted: 3
  – H-tree Lvls: 1
  – Post-CTS setup buffers: 0
  – Hold buffer count at cts: 0
  – Clock-pin slew on the worst setup and hold paths: 0.04 ns
  – Insertion delay to the later sink of the worst-skew pair: 0.24 ns
  – Clk root buf: clkbuf_4
  – PostCTS Resize Cnt: 0
  – CTS max path bufs: 2

Timing
  – Hold Violations, Final: 0
  – Setup-failing EPs final: 0
  – Min Tclk post-route: between 1.5 and 2 ns
  – Max Clk Rate: 0.519 GHz
  – Final Slew Violations: 0
  – Setup TNS: 0 ns
  – Least-Margin Pin Slew: 0.379 ns
  – Skew final: 0.00982 ns
  – RSZ-0062 raised after global routing: no
  – Slew HR: 74.7%
  – Final worst setup slack: 1.07 ns
  – Cycle use final: 64.2%

Global route
  – GRT Resource Usage Total: under 10%
  – First-pass GRT wire length: 2010 um
  – Largest net degree at the start of global routing: 12
  – Initial antenna violation count: 0
  – Vias in the first global route: 444
  – Global route overflow: 0

Worst setup path
  – Worst Path Arrival: 1.33 ns
  – Top Family by Delay on Critical Path: flip-flops
  – Element type at the critical path start: register
  – Crit path capture type: output port
  – Buf/Inv on CP: 1
  – Critical-path top delay cell: dfxtp_1
  – Critical-path cell list: clkdlybuf4s50_1
  – Setup CP Type: register to output port
  – Crit path DRT: about 2.4 ns
  – Crit path largest cell delay: 0.54 ns
  – Critical path fanouts, max: 11

Finish
  – Top cell excl fill/tap: clkdlybuf4s50_1
  – Top Registers: out x4
  – Logic area: 333 um2
  – Layout cells sized above 1: 8.00%
  – Reg with most FFs: out
  – Most frequent cells in the layout: 13 x clkdlybuf4s50_1, 8 x nor2_1, 6 x inv_1
  – Seq. cell area: 80.1 um2
  – Synth-to-Final Area Change: 41.4%
  – Fill count: 387
  – Max reg flops: 4

Pwr
  – Internal: between 0.0001 and 0.00015 W
  – Clock power share: 33.4%
  – Max VDD drop: ~0.00012 V
  – Switch share: between 30% and 40%
  – Gate power share: 33.8%
  – Seq pwr share: 32.8%
  – Pwr/cell area: ~310 nW/um2
  – P_leak: 0.229 nW
  – Net Sw Power: 0.0000628 W

Synthesis
  – Mapped Area: 459 um2
  – Cell Type Count: 30
  – Leading area contributor after synthesis: dfxtp_1
  – Max-area cell share: 17.4%
  – Flops after synth: 4
  – Top_reg_cell synth: dfxtp_1
  – Seq/Total Area, Yosys: about 17%
  – Top cells by area: dfxtp_1 17%, ha_1 11%, nor2_1 6.5%
  – # Cells Yosys: 62
  – Yosys chip area: 459 um2
  – Async SR Flop Fraction: 0%
  – Syn_area_per_cell: 7.41 um2
  – Post-synth EDFFs: 0
  – Yosys warnings: 1
  – Syn Inst Count: 62

Min path
  – Min-Delay Path Class: register to register

Route
  – Total Wirelength: ~1300 um
  – Post-route ant nets: 0
  – Detailed-route DRC error count: 0
  – DR WL/cell: 10.5 um
  – Iteration-0 DRC Markers: 61
  – Diode count: 0
  – Drt via density: between 3 and 4
  – Pre-Repair DR Iteration Count: 4
  – DR vias: between 400 and 500

Placement
  – DP HPWL: 1030 um
  – Placer Congestion: 0.852
  – Port Buf Inserts: 13
  – Place WS: 0.857 ns

Status
  – Status: finished clean

Run
  – Tool Warnings: 27
  – # Max-Cap Violations: 0
## layer usage
| layer | track usage, % | up-vias | routed length [um] |
|---|---|---|---|
| met4 | 0.704 | 0 | 31 |
| li1 | - | 251 | - |
| met1 | 4.52 | 212 | 555 |
| met5 | 0 | - | 0 |
| met2 | 6.58 | 16 | 596 |
| met3 | 1.36 | 2 | 85 |
## power groups by stage
stage | clock network [W] | registers (W) | logic, W
4_1_cts | 0.0000703 | 0.0000669 | 0.0000693
5_1_grt | 0.0000764 | 0.0000683 | 0.0000781
6_report | 0.0000680 | 0.0000669 | 0.0000687
## cell families (layout without fill, tap and decap cells)
| kind of cell | Yosys count | in the layout | synth area share (%) |
|---|---|---|---|
| adders and majority gates | 4 | 4 | 10.9 |
| AOI/OAI and AO/OA | 14 | 14 | 23.2 |
| xor gates and xnor gates | 3 | 3 | 5.72 |
| DFF | 4 | 4 | 17.4 |
| buffers and inverters | 10 | 23 | 10.1 |
| and+or+nand+nor | 27 | 27 | 32.7 |
## per-stage QoR
stage	hold WS, ns	instances	area, um2	total power [W]	utilization [%]
6_report	0.663	121	649	0.000204	19.0
3_5_place_dp	0.656	118	627	0.000137	18.4
2_1_floorplan	0.570	62	459	0.000109	-
4_1_cts	0.663	121	649	0.000207	19.0
5_1_grt	0.766	121	649	0.000223	19.0
3_3_place_gp	0.651	118	627	0.000136	18.4
## cell type report
cell class | instances | share of cell area [%]
Tap cell | 46 | 8.86
Multi-Input combinational cell | 48 | 51.3
Timing Repair Buffer | 13 | 20.0
Sequential cell | 4 | 12.3
Inverter | 7 | 4.05
Clock buffer | 3 | 3.47
## path summary, 6_finish.rpt
check | slack, ns | startpoint | to | cells after the start
worst min register to register | 0.66 | out[0] | out[0] | 2
worst max-delay path | 1.07 | out[3] | io_out[3] | 1
worst min-delay path | 0.66 | out[0] | out[0] | 2
worst max register to register | 1.32 | out[0] | out[2] | 7
## cells in the mapped netlist, drive strengths merged (3+ instances only)
cell    count
nand2       3
nand3       3
a21oi       5
inv         6
nand4       3
nor2        8
nand2b      4
dfxtp       4
ha          4
Power is estimated from default activity; no workload was simulated.
